File: flow/design.v
module spi_master (
    input  wire clk,
    input  wire rst,
    input  wire start,
    input  wire [1:0] slave_sel,
    input  wire [7:0] mosi_data,
    input  wire miso,
    output reg  sclk,
    output reg  mosi,
    output reg  cs0, cs1, cs2,
    output reg  done,
    output reg  [7:0] miso_data,
    output reg sending
);
    reg [7:0] shift_reg;
    reg [2:0] bit_cnt;
    always @(posedge clk or posedge rst) begin
        if (rst) begin
            sclk <= 0; done <= 0; mosi <= 0;
            cs0 <= 1; cs1 <= 1; cs2 <= 1;
            bit_cnt <= 0; sending <= 0;
            miso_data <= 0;
            shift_reg <= 0;
        end else begin
            if (start && !sending) begin
                sending <= 1;
                done <= 0;
                bit_cnt <= 0;
                shift_reg <= mosi_data;
                case (slave_sel)
                    2'b00: begin cs0 <= 0; cs1 <= 1; cs2 <= 1; end
                    2'b01: begin cs0 <= 1; cs1 <= 0; cs2 <= 1; end
                    2'b10: begin cs0 <= 1; cs1 <= 1; cs2 <= 0; end
                    default: begin cs0 <= 1; cs1 <= 1; cs2 <= 1; end
                endcase
            end else if (sending) begin
                sclk <= ~sclk;  
                if (sclk == 0) begin
                    mosi <= shift_reg[7];
                end else begin
                    miso_data <= {miso_data[6:0], miso};
                    shift_reg <= {shift_reg[6:0], 1'b0};
                    bit_cnt <= bit_cnt + 1;
                    if (bit_cnt == 3'd7) begin
                        sending <= 0;
                        done <= 1;
                        sclk <= 0;
                        cs0 <= 1; cs1 <= 1; cs2 <= 1;
                    end
                end
            end else begin
                sclk <= 0;
                done <= 0;
            end
        end
    end
endmodule
File: flow/constraint.sdc
current_design spi_master

set clk_period 2.0
set clk_io_pct 0.2

create_clock -name clk0 -period $clk_period [get_ports {clk}]

set non_clock_inputs [all_inputs -no_clocks]
set_input_delay [expr $clk_period * $clk_io_pct] -clock clk0 $non_clock_inputs
set_output_delay [expr $clk_period * $clk_io_pct] -clock clk0 [all_outputs]
File: flow/run.sh
#!/bin/bash
# OpenROAD 26Q1-2900-gdf79404cd8, Yosys 0.63+post, stock flow scripts
make -C /OpenROAD-flow-scripts/flow DESIGN_CONFIG=/design/flow/config.mk WORK_HOME=/design/flow/orfs finish
File: flow/config.mk
export PLATFORM = sky130hd
export DESIGN_NAME = spi_master
export DESIGN_NICKNAME = spi_master
export VERILOG_FILES = /design/flow/design.v
export SDC_FILE = /design/flow/constraint.sdc
export NUM_CORES = 4
export LEC_CHECK = 1
export CORE_UTILIZATION = 30
==> metrics.txt <==
# HELP chip_impl_metric Yosys and OpenROAD flow results
# TYPE chip_impl_metric gauge
chip_impl_metric{name="core.rowCount",unit=""} 21
chip_impl_info{name="synth.top_cells.by_area",value="sky130_fd_sc_hd__dfrtp_1 (52%), sky130_fd_sc_hd__mux2_2 (9.1%), sky130_fd_sc_hd__mux2i_1 (7.2%), sky130_fd_sc_hd__dfstp_2 (7.1%), sky130_fd_sc_hd__nand2_1 (3.7%)"} 1
chip_impl_metric{name="grt_first_pass_wirelength",unit="um"} 3240
chip_impl_metric{name="netlist_area",unit="mm^2"} 0.00111
chip_impl_metric{name="cp_data_arrival_time",unit="ns"} 1.44
chip_impl_info{name="hold_path.startpoint",value="shift_reg[2]$_DFFE_PP0P_"} 1
chip_impl_metric{name="placedInstanceArea",unit="mm^2"} 0.00143
chip_impl_metric{name="wire_per_inst",unit="um"} 11.5
chip_impl_metric{name="p_leak",unit="nW"} 0.651
chip_impl_metric{name="port_buffers",unit=""} 28
chip_impl_metric{name="slew-limit-headroom",unit="%"} 71.1
chip_impl_info{name="synth.largest_area_cell",value="sky130_fd_sc_hd__dfrtp_1"} 1
chip_impl_metric{name="route.layer.met1.wl",unit="um"} 921
chip_impl_metric{name="final_skew",unit="ns"} 0.00461
chip_impl_metric{name="post_route_cells_drive_above_1_share",unit="%"} 15.1
chip_impl_metric{name="postRouteAntennaNets",unit=""} 0
chip_impl_metric{name="finalClockPeriodUsage",unit="%"} 91.8
chip_impl_info{name="cp_cell_sequence",value="clkdlybuf4s50_1"} 1
chip_impl_metric{name="area_growth_syn_to_layout",unit="%"} 32.5
chip_impl_info{name="timing.rr.end",value="miso_data[1]$_DFFE_PP0P_"} 1
chip_impl_metric{name="post_synth_num_cell_types",unit=""} 21
chip_impl_metric{name="cts_buffers",unit=""} 3
chip_impl_metric{name="cts_post_setup_buffers_inserted",unit=""} 0
chip_impl_info{name="r2r_start",value="sending$_DFF_PP0_"} 1
chip_impl_info{name="cts_tree",value="yes"} 1
chip_impl_metric{name="tritoncts_num_sinks",unit=""} 26
chip_impl_metric{name="clkSlewWorstSetupHoldPaths",unit="ns"} 0.09
chip_impl_metric{name="r2r_cells",unit=""} 2
chip_impl_metric{name="wl_met3",unit="um"} 71
chip_impl_metric{name="cts_hold_buf",unit=""} 0
chip_impl_metric{name="clock.fmax",unit="MHz"} 545
chip_impl_info{name="critical_path.slowest_cell",value="sky130_fd_sc_hd__dfrtp_1"} 1
chip_impl_metric{name="drt-total-wl",unit="um"} 1890
chip_impl_metric{name="gp_routability_congestion",unit=""} 0.746
chip_impl_metric{name="slew_violations",unit=""} 0
chip_impl_metric{name="swShare",unit="%"} 28.3
chip_impl_metric{name="synth.ff_latch_count",unit=""} 26
chip_impl_metric{name="final_design_area_no_fill",unit="mm^2"} 0.00147
chip_impl_metric{name="grt_util_all_layers",unit="%"} 10.4
chip_impl_metric{name="grt_start_max_net_pins",unit=""} 27
chip_impl_info{name="topRoutingLayerUsed",value="met4"} 1
chip_impl_metric{name="clock_insertion_delay_worst_skew",unit="ns"} 0.26
chip_impl_metric{name="wl_met2",unit="um"} 873
chip_impl_metric{name="route.detailed.vias_per_inst",unit=""} 4.63
chip_impl_info{name="cp_top_family",value="flip-flops"} 1
chip_impl_metric{name="worst_r2r_setup_slack",unit="ns"} 0.55
chip_impl_info{name="cp-end-kind",value="output port"} 1
chip_impl_info{name="start_kind",value="flip-flop"} 1
chip_impl_metric{name="drt_drc_violations_left",unit=""} 0
chip_impl_metric{name="cts_repair_resize_count",unit=""} 0
chip_impl_info{name="cts_root_buffer",value="sky130_fd_sc_hd__clkbuf_8"} 1
chip_impl_info{name="worstHoldPathType",value="flip-flop to flip-flop"} 1
chip_impl_metric{name="cap_violations",unit=""} 0
chip_impl_metric{name="clock_power_share",unit="%"} 14.5
chip_impl_metric{name="yosys_warnings",unit=""} 1
chip_impl_metric{name="critical_path.max_fanout",unit=""} 13
chip_impl_metric{name="buffer_and_inverter_count_on_the_worst_path",unit=""} 1
chip_impl_metric{name="power_frac_comb",unit="%"} 38.5
chip_impl_metric{name="timing.hold.ws",unit="ns"} 0.481
chip_impl_metric{name="synth_cells",unit=""} 90
chip_impl_info{name="setup_repair_after_global_routing_missed_its_margin",value="no"} 1
chip_impl_metric{name="intPower",unit="mW"} 1.45
chip_impl_info{name="layout.cells.most_common_list",value="sky130_fd_sc_hd__clkdlybuf4s50_1 (28), sky130_fd_sc_hd__dfrtp_1 (23), sky130_fd_sc_hd__nand2_1 (11), sky130_fd_sc_hd__mux2_2 (9), sky130_fd_sc_hd__mux2i_1 (8)"} 1
chip_impl_metric{name="seq_power_share",unit="%"} 47.1
chip_impl_info{name="hold_end",value="shift_reg[2]$_DFFE_PP0P_"} 1
chip_impl_metric{name="initial_antenna_violation_count",unit=""} 0
chip_impl_metric{name="critPathRequiredTime",unit="ns"} 1.60
chip_impl_metric{name="num_vias",unit=""} 764
chip_impl_metric{name="critical_path.max_stage_delay",unit="ns"} 0.62
chip_impl_metric{name="p_total",unit="mW"} 2.02
chip_impl_metric{name="total_tool_warning_count",unit=""} 26
chip_impl_metric{name="boundaryPins",unit=""} 29
chip_impl_metric{name="min_path_cells",unit=""} 2
chip_impl_metric{name="syn_area_per_cell",unit="um^2"} 12.3
chip_impl_metric{name="max_slew.worst_pin.slew",unit="ns"} 0.434
chip_impl_metric{name="die_area",unit="mm^2"} 0.00395
chip_impl_info{name="most_common_cell_after_layout_fill_and_taps_aside",value="sky130_fd_sc_hd__clkdlybuf4s50_1"} 1
chip_impl_metric{name="ir_worst_vdd",unit="mV"} 0.490
chip_impl_metric{name="die.size.x",unit="um"} 62.9
chip_impl_metric{name="ctsLongestPathBuffers",unit=""} 2
chip_impl_metric{name="switching_power",unit="mW"} 0.571
chip_impl_metric{name="ys_area",unit="mm^2"} 0.00111
chip_impl_metric{name="final-setup-viol-count",unit=""} 0
chip_impl_metric{name="grt_pass1_vias",unit=""} 732
chip_impl_metric{name="setup-tns-final",unit="ns"} 0
chip_impl_metric{name="power-per-cell-area",unit="mW/mm^2"} 1370
chip_impl_metric{name="synth_largest_type_area_fraction",unit="%"} 51.8
chip_impl_metric{name="drt_pre_antenna_iters",unit=""} 4
chip_impl_metric{name="antenna_cells_inserted",unit=""} 0
chip_impl_metric{name="core_area",unit="mm^2"} 0.00344
chip_impl_metric{name="synth-cells-yosys",unit=""} 90
chip_impl_info{name="run_status",value="finished clean"} 1
chip_impl_metric{name="htree_levels",unit=""} 1
chip_impl_metric{name="initialDrtViolationCount",unit=""} 24
chip_impl_metric{name="hold_viol",unit=""} 0
chip_impl_metric{name="synth-seq-area-share",unit="%"} 58.9
chip_impl_metric{name="layout_min_cycle_time",unit="ns"} 1.84
chip_impl_info{name="timing.setup.critical_path_class",value="flip-flop to output port"} 1
chip_impl_metric{name="die_h",unit="um"} 62.9
chip_impl_metric{name="overflow",unit=""} 0
chip_impl_metric{name="fp_util",unit="%"} 32.3
chip_impl_metric{name="dp_hpwl",unit="um"} 1320
## routing by layer
metal  GRT usage (%)  up-vias
li1                -      371
met5               0        -
met2            16.8       18
met1            15.7      373
met4            2.03        0
met3            1.30        2
## synth_stat cells, drive strengths merged
cell / count
dfrtp: 23
nand2: 12
mux2: 9
mux2i: 8
o21ai: 7
buf: 5
a31oi: 4
dfstp: 3
ha: 3
inv: 3
nor3: 3
a21oi: 2
a32o: 2
nor2b: 2
a32oi: 1
and3: 1
nand2b: 1
nor2: 1
## logic make-up (layout without fill, tap and decap cells)
logic type,after synthesis,in the layout,share of synthesized area (%)
compound gates,16,16,8.90
fa+ha+maj,3,3,3.38
buf+inv,8,37,4.28
flops,26,26,58.9
mux,17,17,16.3
simple gates,20,20,8.22
## through the flow
| stage | util (%) | setup WS [ns] | instances |
|---|---|---|---|
| floorplan | - | 0.810 | 90 |
| global placement | 41.5 | 0.334 | 161 |
| detailed placement | 41.5 | 0.289 | 161 |
| CTS | 42.8 | 0.149 | 165 |
| global route | 42.8 | 0.0839 | 165 |
| finish | 42.8 | 0.164 | 165 |
## power by group through the flow
stage,clock [mW],combinational (mW),sequential [mW]
5_1_grt,0.328,0.866,0.991
4_1_cts,0.305,0.790,0.953
6_report,0.292,0.777,0.950
## area by class of cell
class,instances,area [um^2]
Inverter,3,11.3
Tap cell,46,57.6
Clock buffer,4,45.0
Multi-Input combinational cell,56,409
Sequential cell,26,654
Fill cell,324,1970
Timing Repair Buffer,30,295
## worst max-delay path by stage
stage         cells after the start       to  slack, ns               from
finish                            1  sending       0.16  sending$_DFF_PP0_
global route                      1  sending       0.08  sending$_DFF_PP0_
CTS                               1  sending       0.15  sending$_DFF_PP0_
Power figures rest on the tool's default switching activity, not on a simulated workload.
